[design/flow/run.sh]
#!/bin/bash
# OpenROAD 26Q1-2900-gdf79404cd8, Yosys 0.63+post, stock flow scripts
make -C /OpenROAD-flow-scripts/flow DESIGN_CONFIG=/design/flow/config.mk WORK_HOME=/design/flow/orfs finish
[design/flow/config.mk]
export PLATFORM = sky130hd
export DESIGN_NAME = gray_scale
export DESIGN_NICKNAME = gray_scale
export VERILOG_FILES = /design/flow/design.v
export SDC_FILE = /design/flow/constraint.sdc
export NUM_CORES = 4
export LEC_CHECK = 1
export CORE_UTILIZATION = 50
[design/flow/constraint.sdc]
current_design gray_scale

set clk_period 9.8
set clk_io_pct 0.2

create_clock -name clk0 -period $clk_period [get_ports {clk_sys}]

set non_clock_inputs [all_inputs -no_clocks]
set_input_delay [expr $clk_period * $clk_io_pct] -clock clk0 $non_clock_inputs
set_output_delay [expr $clk_period * $clk_io_pct] -clock clk0 [all_outputs]
[design/flow/design.v]
module gray_scale(
	input wire          clk_sys ,
	input wire          reset_sys,
	input wire          InVSYNC,
	input wire          InHSYNC,
	input wire          InEN,
	input wire [7:0]    InData,
	output              OutVSYNC,
	output              OutHSYNC,
	output              OutEN,
	output reg [7:0]    OutData
	);
parameter R_P = 16'b0000_0000_0100_1100 ;
parameter G_P = 16'b0000_0000_1001_0111 ;
parameter B_P = 16'b0000_0000_0001_1100 ;
reg [7:0] r;
reg [7:0] g;
wire [23:0] r_out;
wire [23:0] g_out;
wire [23:0] b_out;
reg [1:0] cnt ;
always@(posedge clk_sys or negedge reset_sys) begin
	if(!reset_sys)
		cnt <= 'd0;
	else if (cnt == 'd2 && InEN)
		cnt <= 'd0 ;
	else if(InEN) 
		cnt <= cnt + 'd1 ;
end
mult_16_8 U0(
.a_16b 			(R_P),
.b_8b 			(r),
.c 	            (r_out)
);
always@(posedge clk_sys or negedge reset_sys)begin
	if(!reset_sys)
		r <= 'd0;
	else if(cnt == 'd0)
		r <= InData;
	else 
		r <= r ;
end
mult_16_8 U1(
.a_16b 			(G_P),
.b_8b 			(g  ),
.c 	            (g_out)
);
always@(posedge clk_sys or negedge reset_sys)begin
	if(!reset_sys)
		g <= 'd0;
	else if(cnt == 'd1)
		g <= InData;
	else 
		g <= g ;	
end
mult_16_8 U2(
.a_16b 			(B_P),
.b_8b 			(InData),
.c 	            (b_out)
);
always@(posedge clk_sys or negedge reset_sys)begin
	if(!reset_sys)
		OutData <= 'd0;
	else if(cnt == 'd2)
		OutData <= r_out[15:8]+g_out[15:8]+b_out[15:8];
	else 
		OutData <= OutData ;	
end
reg OutEN0,OutEN1,OutEN2 ;
assign OutEN = OutEN2 ;
always@(posedge clk_sys or negedge reset_sys)begin
	if(!reset_sys) begin
		OutEN0 <= 'd0;
		OutEN1 <= 'd0 ;
		OutEN2 <= 'd0 ;
	end
	else begin 
		OutEN0 <= InEN ;
		OutEN1 <= OutEN0 ;
		OutEN2 <= OutEN1 ;
	end
end
reg OutVSYNC0,OutVSYNC1,OutVSYNC2 ;
assign OutVSYNC = OutVSYNC2 ;
always@(posedge clk_sys or negedge reset_sys)begin
	if(!reset_sys) begin
		OutVSYNC0 <= 'd0;
		OutVSYNC1 <= 'd0 ;
		OutVSYNC2 <= 'd0 ;
	end
	else begin 
		OutVSYNC0 <= InVSYNC ;
		OutVSYNC1 <= OutVSYNC0 ;
		OutVSYNC2 <= OutVSYNC1 ;
	end
end
reg OutHSYNC0,OutHSYNC1,OutHSYNC2 ;
assign OutHSYNC = OutHSYNC2 ;
always@(posedge clk_sys or negedge reset_sys)begin
	if(!reset_sys) begin
		OutHSYNC0 <= 'd0;
		OutHSYNC1 <= 'd0 ;
		OutHSYNC2 <= 'd0 ;
	end
	else begin 
		OutHSYNC0 <= InHSYNC ;
		OutHSYNC1 <= OutHSYNC0 ;
		OutHSYNC2 <= OutHSYNC1 ;
	end
end
endmodule
`timescale 1ns / 1ps
module mult_16_8(
        input wire [15:0]   a_16b ,
        input wire [7:0]    b_8b  ,
        output wire [23:0]  c   
    );
    wire [23:0] PP[7:0];
    assign PP[0] = b_8b[0]?{8'b0,a_16b}:24'b0;
    assign PP[1] = b_8b[1]?{7'b0,a_16b,1'b0}:24'b0;
    assign PP[2] = b_8b[2]?{6'b0,a_16b,2'b0}:24'b0;
    assign PP[3] = b_8b[3]?{5'b0,a_16b,3'b0}:24'b0;
    assign PP[4] = b_8b[4]?{4'b0,a_16b,4'b0}:24'b0;
    assign PP[5] = b_8b[5]?{3'b0,a_16b,5'b0}:24'b0;
    assign PP[6] = b_8b[6]?{2'b0,a_16b,6'b0}:24'b0;
    assign PP[7] = b_8b[7]?{1'b0,a_16b,7'b0}:24'b0;    
    assign c = PP[0] + PP[1] + PP[2] + PP[3] + PP[4] + PP[5] + PP[6] + PP[7];
endmodule
==> metrics.cfg <==
[die]
initial_core_util_pct = 52.4
dieArea_sq_um = 6600
num_io_pins = 24
core_area_sq_um = 5990
die_y_microns = 81.3
die_w_microns = 81.3
num_rows = 28

[min_path]
hp-class = reg -> reg

[yosys]
ys_types = 41
ys_seq_share_pct = 27.9
netlist_top_cells_count = 47 x ha_1, 35 x dfrtp_1, 33 x fa_1
ys.flop_type = dfrtp_1
ys.flops = 35
edf_count = 0
synth.largest_area_cell = dfrtp_1
ys.warnings.count = 2
syn_area_per_cell_sq_um = 11.2
syn_inst = 280
syn-cell-area_sq_um = 3140
ys_chip_area_sq_um = 3140
ys_async_sr_fraction_pct = 100
synth_top_cell_by_count = ha_1
topCellsByArea = dfrtp_1 28%, fa_1 21%, ha_1 19%
synth.top_cell.area_share_pct = 27.9
yosysCellCount = 280

[cts]
clk_path_buf_depth = 2
ctsResizeCount = 0
cts_buffers = 5
clock.latency.late_pin_ns = 0.28
clockRootBuffer = clkbuf_8
htreeDepth = 2
post-cts-setup-buffers = 0
ctsHoldBuffers = 0
clk_pin_slew_ns = 0.07
cts_sinks = 35
cts_tree = yes

[status]
status = finished clean

[timing]
post-route-min-period_ns = 6.68
worst_slew_pin_slew_ns = 0.791
slew_violations = 0
fmax_ghz = 0.150
period_used_pct = 68.2
slew_headroom_pct = 47.0
finClkSkew_ns = 0.00955
final_hold_viol_count = 0
setup_violations = 0
rsz0062_at_grt = false
fin_tns_setup_ns = 0
layout_setup_ws_ns = 3.12

[routing]
wire_per_inst_microns = 14.2
totalWireLength_microns = 5480
drtIter0Drc = 72
diodes = 0
drc = 0
postRouteAntennaNets = 0
dr.pass1.iters = 4
via_per_inst = 5.15
via_count = 1984

[job]
warnings = 28
drv_cap = 0

[setup_path]
cp.required_ns = 9.95
path_max_fanout = 4
crit_path_end_kind = flip-flop
critPathKind = in -> reg
crit_path_start_kind = primary input
arrival_ns = 6.83

[placed_design]
place.gp.congestion = 0.806
place_hpwl_microns = 4550
dpl_worst_slack_ns = 2.84
io_buffers = 23

[global_route]
gr-total-overflow = 0
grt_start_max_net_pins = 36
grt_usage_pct = 19.8
grt_pass1_vias = 1954
antenna_found_initial = 0
grt_pass1_wl_microns = 9340

[final_layout]
fillers = 482
drive_above_1_share_pct = 9.35
area_delta_synth_final_pct = 13.2
final_util_pct = 59.3

==> logic make-up (layout without fill, tap and decap cells) <==
logic type | Yosys count | after routing | share of synthesized area, %
flip-flops | 35 | 35 | 27.9
buffers and inverters | 32 | 62 | 3.82
multiplexers | 15 | 15 | 5.38
XOR/XNOR | 16 | 16 | 4.46
AND-OR/OR-AND | 47 | 47 | 9.92
adder cells (fa/ha/maj) | 80 | 80 | 39.8
AND/OR/NAND/NOR | 55 | 55 | 8.77
==> layout by cell type, fill, tap and decap left out, drive strengths merged, types with 3 or more instances in the layout <==
master and count:
nand2 20, o211ai 3, mux2 15, a21oi 12, nand2b 4, nor2b 3, xnor2 9, inv 30
ha 47, o21ai 12, nor2 12, clkdlybuf4s50 22, xor2 7, dfrtp 35, o21bai 3, and2 4
buf 3, clkbuf 6, a211oi 3, fa 33, a21o 3
==> metrics by stage <==
stage / hold slack (ns) / std cells / instance area, sq um
2_1_floorplan: 0.331 / 280 / 3140
3_3_place_gp: 0.332 / 378 / 3470
3_5_place_dp: 0.335 / 378 / 3470
4_1_cts: 0.351 / 385 / 3550
5_1_grt: 0.354 / 385 / 3550
6_report: 0.349 / 385 / 3550
==> worst max-delay path: stages <==
cell and delay [ns]:
clkdlybuf4s50_1 0.55, inv_1 0.12, fa_1 0.55, inv_1 0.05
fa_1 0.39, ha_1 0.28, nand4b_1 0.09, o21bai_1 0.11
a21o_1 0.21, a21oi_1 0.32, o21ai_0 0.15, a21oi_1 0.17
fa_1 0.44, ha_1 0.35, a21o_1 0.20, a311o_1 0.36
a21oi_2 0.15, xnor2_1 0.09, nor4_1 0.20, o31ai_1 0.10
==> state kept, by name, summed over array words and instances (netlist names) <==
name       flops
g              8
r              8
OutHSYNC0      1
OutEN0         1
OutEN2         1
OutVSYNC0      1
OutData        8
OutEN1         1
OutVSYNC2      1
OutHSYNC2      1
OutHSYNC1      1
OutVSYNC1      1
cnt            2
==> metal layers <==
metal / track usage, % / vias to the layer above / part of all wire (%)
li1: - / 1015 / -
met1: 31.7 / 926 / 50
met2: 28.3 / 36 / 43
met3: 6.96 / 7 / 6.2
met4: 1.79 / 0 / 1.1
met5: 0 / - / 0
==> path summary, 6_finish.rpt <==
kind | slack [ns] | start | depth (start not counted) | endpoint
max | 3.12 | InData[2] | 20 | OutData[7]
min | 0.35 | OutHSYNC1 | 0 | OutHSYNC2
max reg2reg | 4.01 | g[5] | 22 | OutData[7]
min reg2reg | 0.35 | OutHSYNC1 | 0 | OutHSYNC2
max in group asynchronous | 7.76 | reset_sys | 2 | r[2]
min in group asynchronous | 1.70 | reset_sys | 2 | OutData[4]
==> layout make-up <==
class                      count  area [sq um]  area share (%)
multi-input combinational    213          2140            60.3
sequential                    35           876            24.6
timing repair buffer          25           240            6.76
inverter                      30           113            3.17
tap                           75          93.8            2.64
clock buffer                   6          82.6            2.32
clock inverter                 1          5.00           0.141
