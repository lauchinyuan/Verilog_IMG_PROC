--- design/flow/config.mk ---
export PLATFORM = sky130hd
export DESIGN_NAME = mult_8_8
export DESIGN_NICKNAME = mult_8_8
export VERILOG_FILES = /design/flow/design.v
export SDC_FILE = /design/flow/constraint.sdc
export NUM_CORES = 4
export LEC_CHECK = 1
export CORE_UTILIZATION = 50
--- design/flow/constraint.sdc ---
current_design mult_8_8

set clk_period 11.8
set clk_io_pct 0.2

create_clock -name clk0 -period $clk_period

set non_clock_inputs [all_inputs -no_clocks]
set_input_delay [expr $clk_period * $clk_io_pct] -clock clk0 $non_clock_inputs
set_output_delay [expr $clk_period * $clk_io_pct] -clock clk0 [all_outputs]
--- design/flow/design.v ---
`timescale 1ns / 1ps
module mult_8_8(
        input wire [7:0] a,
        input wire [7:0] b,
        output wire [15:0] c
    );
    wire [15:0] PP0;
    wire [15:0] PP1;
    wire [15:0] PP2;
    wire [15:0] PP3;
    wire [15:0] PP4;
    wire [15:0] PP5;
    wire [15:0] PP6;
    wire [15:0] PP7;
    assign PP0 = b[0]?{8'b0,a}:16'b0;
    assign PP1 = b[1]?{7'b0,a,1'b0}:16'b0;
    assign PP2 = b[2]?{6'b0,a,2'b0}:16'b0;
    assign PP3 = b[3]?{5'b0,a,3'b0}:16'b0;
    assign PP4 = b[4]?{4'b0,a,4'b0}:16'b0;
    assign PP5 = b[5]?{3'b0,a,5'b0}:16'b0;
    assign PP6 = b[6]?{2'b0,a,6'b0}:16'b0;
    assign PP7 = b[7]?{1'b0,a,7'b0}:16'b0;
    assign c = PP0+PP1+PP2+PP3+PP4+PP5+PP6+PP7;
endmodule
--- design/flow/run.sh ---
#!/bin/bash
# OpenROAD 26Q1-2900-gdf79404cd8, Yosys 0.63+post, stock flow scripts
make -C /OpenROAD-flow-scripts/flow DESIGN_CONFIG=/design/flow/config.mk WORK_HOME=/design/flow/orfs finish
==> flow_summary.yaml <==
# synthesis and place-and-route metrics
global_routing:
  antenna_found_initial: 0
  grt_usage_pct: 19.8
  grt_pass1_wl_um: 6280
  grt_max_degree: 9
  grt-ovfl-total: 0
  grt_pass1_vias: 1424
final_timing:
  fmax_mhz: 105
  hold_viol_final: 0
  whs_ps: 5860
  min_period_ps: 9560
  setup_tns_ps: 0
  rsz0062_at_grt: "false"
  worst_slew_pin_slew_ps: 332
  setup_viol: 0
  drv_slew: 0
  relSlewSlack_pct: 77.8
  finalCritPeriodShare_pct: 81.0
worst_setup_path:
  max_stage_delay_ps: 540
  cp_data_arrival_time_ps: 7200
  crit_fanout: 8
  required_ps: 9440
  startpoint: "a[7]"
  criticalPathCategory: "in2out"
  critPathCaptureType: "output port"
  startpoint_type: "input port"
  path_cells: "clkdlybuf4s50_1 -> and2_1 -> fa_1 -> inv_1 -> fa_1 -> inv_1 -> fa_1 -> inv_1 -> fa_1 -> inv_1 -> ha_1 -> and3_2 -> a211oi_2 -> nand2b_2 -> a31oi_2 -> xnor2_1 -> clkdlybuf4s50_1"
  slowest_stage: "fa_1"
floorplanning:
  chipArea_um2: 4130
  core-area_um2: 3690
  pin_count: 32
  die_w_um: 64.3
  num_rows: 22
  fp_util_pct: 52.6
  chipHeight_um: 64.3
status:
  status: "complete, no violations"
logic_synthesis:
  top_area_cell: "fa_1"
  area_leaders: "fa_1 39%, ha_1 20%, and2_1 15%"
  synth_area_um2: 1940
  ys_seq_share_pct: 0
  avgSynthCellArea_um2: 9.29
  ys_chip_area_um2: 1940
  syn_inst: 209
  yosysTopAreaCellShare_pct: 39.2
  yosys_cells: 209
  ys_warn_count: 0
  synth.distinct_cells: 26
detailed_routing:
  drt_iter0_markers: 56
  routed_via_density: 5.09
  vias: 1472
  wl_per_cell_um: 12.4
  route.detailed.drc: 0
  ant_nets: 0
  routed_wirelength_um: 3570
  diodes: 0
  firstDrtPassIters: 4
power:
  switching_share_pct: 42.0
  ir_drop_v: 0.000121
  intPower_mw: 0.183
  seq_power_share_pct: 0
  switching_power_mw: 0.133
  power_leakage_nw: 1.19
  power_density_nw_per_um2: 136
  clkPwrFrac_pct: 0
  comb_power_share_pct: 100.0
job:
  maxCapViolCount: 0
  warnings: 33
clock_network:
  hold_buffers: 0
  cts_setup_buffers: 0
  cts_resized: 0
hold_path:
  hp-class: "in2out"
  holdPathStages: 3
  min_from: "b[0]"
cells_and_area:
  areaGrowthSynthToFinish_pct: 19.6
  fill_cells: 324
  clkbuf_count: 0
  drive_gt1_share_pct: 3.73
  fin_cells: 289
  mostFrequentLayoutCell: "and2_1"
  final_cell_mix: "47 x and2_1, 38 x fa_1, 35 x inv_1"
  final_area_um2: 2320
  seq_cells: 0
  ff_latch_area_um2: 0
place:
  hpwlAfterDp_um: 3170
  place_area_um2: 2320
  portBuffers: 32
  dp.cells: 289
  gp_congestion: 0.881
final timing paths:
check	slack, ps	to
hold / removal	5860	c[0]
setup / recovery	2240	c[14]
metal layers:
layer | part of all wire [%] | global-route usage, % | up-vias | routed length (um)
met5 | 0 | 0 | - | 0
met4 | 0 | 0 | 0 | 0
met3 | 0.78 | 0 | 0 | 28
met2 | 51 | 33.7 | 11 | 1810
met1 | 48 | 31.8 | 735 | 1730
li1 | - | - | 726 | -
power groups by stage:
stage                 sequential, mW  combinational [mW]  clock (mW)
final                              0               0.316           0
after CTS                          0               0.324           0
after global routing               0               0.361           0
cells in the mapped netlist, drive strengths merged:
master	number
o21ai	4
nand2b	2
xor2	4
o41ai	2
or2	1
o31a	1
a21o	2
and3	3
nand2	21
a31oi	1
nand4	1
nor2	1
fa	38
or3	1
nor3	1
a21oi	5
and2	47
xnor2	6
ha	31
a211oi	1
nand3	1
inv	35
worst max-delay path, delay by kind of cell:
kind                       cells  cell delay [ps]
and+or+nand+nor                3              580
buffers and inverters          6             1210
xor gates and xnor gates       1              130
AOI/OAI and AO/OA              2              450
adders and majority gates      5             2470
kinds of logic (layout without fill, tap and decap cells):
group | after synthesis | after routing | synth area share, %
and+or+nand+nor | 79 | 79 | 22.8
AOI/OAI and AO/OA | 16 | 16 | 6.70
buffers and inverters | 35 | 67 | 6.77
xor gates and xnor gates | 10 | 10 | 4.51
adders and majority gates | 69 | 69 | 59.2
through the flow:
| step | utilization [%] | setup WS, ps | power [mW] |
|---|---|---|---|
| 3_3_place_gp | 62.9 | 2300 | 0.317 |
| 2_1_floorplan | - | 3490 | 0.184 |
| 4_1_cts | 62.9 | 2230 | 0.324 |
| 5_1_grt | 62.9 | 2010 | 0.361 |
| 3_5_place_dp | 62.9 | 2250 | 0.322 |
| 6_report | 62.9 | 2240 | 0.316 |
final cells by class:
type               count  area (um^2)  share of cell area [%]
repair buffers        32          320                    13.8
multi-input cells    174         1810                    78.0
well taps             48         60.1                    2.59
inverters             35          131                    5.66
No activity file was given, so power comes from the tool's default toggle rates.
