==> design.v <==
`timescale 1ns / 1ps
module mult_16_9(
        input [15:0]    a_16b   ,
        input [8:0]     b_9b    ,
        output [24:0]   c
    );
    wire [24:0] PP[8:0];
    assign PP[0] = b_9b[0]?{9'b0,a_16b}:25'b0;
    assign PP[1] = b_9b[1]?{8'b0,a_16b,1'b0}:25'b0;
    assign PP[2] = b_9b[2]?{7'b0,a_16b,2'b0}:25'b0;
    assign PP[3] = b_9b[3]?{6'b0,a_16b,3'b0}:25'b0;
    assign PP[4] = b_9b[4]?{5'b0,a_16b,4'b0}:25'b0;
    assign PP[5] = b_9b[5]?{4'b0,a_16b,5'b0}:25'b0;
    assign PP[6] = b_9b[6]?{3'b0,a_16b,6'b0}:25'b0;
    assign PP[7] = b_9b[7]?{2'b0,a_16b,7'b0}:25'b0;
    assign PP[8] = b_9b[8]?{1'b0,a_16b,8'b0}:25'b0;
    assign c = PP[0]+PP[1]+PP[2]+PP[3]+PP[4]+PP[5]+PP[6]+PP[7]+PP[8];
endmodule
==> run.sh <==
#!/bin/bash
# OpenROAD 26Q1-2900-gdf79404cd8, Yosys 0.63+post, stock flow scripts
make -C /OpenROAD-flow-scripts/flow DESIGN_CONFIG=/design/flow/config.mk WORK_HOME=/design/flow/orfs finish
==> config.mk <==
export PLATFORM = sky130hd
export DESIGN_NAME = mult_16_9
export DESIGN_NICKNAME = mult_16_9
export VERILOG_FILES = /design/flow/design.v
export SDC_FILE = /design/flow/constraint.sdc
export NUM_CORES = 4
export LEC_CHECK = 1
export CORE_UTILIZATION = 40
==> constraint.sdc <==
current_design mult_16_9

set clk_period 15.2
set clk_io_pct 0.2

create_clock -name clk0 -period $clk_period

set non_clock_inputs [all_inputs -no_clocks]
set_input_delay [expr $clk_period * $clk_io_pct] -clock clk0 $non_clock_inputs
set_output_delay [expr $clk_period * $clk_io_pct] -clock clk0 [all_outputs]
==> Slide: Implementation Results <==
Physical Implementation Snapshot

STA
  – Fin crit share: 0.756
  – Pins over their slew limit: 0
  – Fmax: a little under 0.09 GHz
  – Max_slew headroom: 0.527
  – Clock period minus worst slack: about 11000 ps
  – Min setup slack post-route: 3710 ps
  – Sum of negative setup slack: 0 ps
  – Hold Fails Final Rpt: 0
  – Worst Hold Margin: approximately 7300 ps
  – Setup repair after global routing missed its margin: false
  – Total setup violations reported at the end of the flow: 0
  – Transition at the pin with the smallest max-transition slack: around 710 ps

Worst setup path
  – Critical Path End Type: output pin
  – Critical Path RT: about 12000 ps
  – WP data arrival: 8450 ps
  – Element type at the critical path start: input pin
  – Most prevalent standard cell on the critical path: fa_1
  – Path type of the worst setup path: in2out
  – Slowest library cell on the worst path: clkdlybuf4s50_1
  – Combined buffer and inverter count along the critical path: 5
  – CP max stage delay: roughly 900 ps
  – Cell Chain, Critical Path: clkdlybuf4s50_1 > nand2_1 > fa_1 > inv_1 > fa_1 > fa_1 > inv_1 > fa_1 > inv_1 > ha_1 > a21oi_1 > o211ai_1 > and3_4 > o2111a_1 > a311oi_1 > clkdlybuf4s50_1
  – Cell family with most CP delay: adder cells
  – Critical path peak fanout: 16

Die
  – Core area: about 11000 µm²
  – Die height: approximately 110 µm
  – Chip area: roughly 12000 µm²
  – Die boundary width: 108 µm
  – Number of placed I/O pins: approximately 50
  – Number of cell rows: 38
  – Pre-Place Util: 0.412

Power
  – Clock share of power: 0
  – Switching power total: 0.430 mW
  – Cell Int Power: 0.484 mW
  – Sequential cell fraction of total power: 0
  – Switching part of the total power: 0.471
  – Power share of the combinational group: 1.000
  – Leakage Power: roughly 2.6 nW
  – IR Drop Worst-Case VDD: about 0.14 mV
  – Ratio of total power to cell area: 180 nW/µm²

Final layout
  – Number of sequential cells: 0
  – Fraction of final layout cells with drive strength greater than 1: 0.0146
  – Final-layout clock buffer total: 0
  – Fill cell count: about 1000
  – Non-filler instance count after layout: about 690
  – Combinational Area: approximately 4000 µm²
  – Area added between synthesis and finish: 13.9%
  – Most common logic cell in the routed design: inv_1
  – Most common logic cells in the final layout: inv_1 (101), fa_1 (100), and2_1 (92)
  – Core occupancy in the finished layout: 0.469
  – Seq. cell area: 0 µm²

Synthesis
  – Synthesis Warnings: 1
  – # Cells Yosys: between 500 and 600
  – Count of unique library cells instantiated by Yosys: 36
  – Synthesized area: about 4500 µm²
  – Sequential fraction of the synthesis area: 0
  – Chip area from the yosys synthesis statistics: around 4500 µm²
  – Syn_area_per_cell: roughly 8.7 µm²
  – Gate Count Post-Synth: around 510

Global routing
  – GR Overflow Total: 0
  – GRT Overall Usage: 0.191
  – Global-route wire length before repair: approximately 17000 µm
  – Antenna violations before repair: 0
  – Via count of the first global-routing pass: ~3500
  – Maximum number of pins on one net before global-route repair: 17

Detailed routing
  – DR iter-0 viols: 70
  – Vias per cell: 4.98
  – WL per Instance: 14.1 µm
  – Drt pass-1 iters: 4
  – Max layer used: met3
  – Routed length on met1: 4040 µm
  – Routed length on met3: roughly 530 µm
  – Total wire length after detailed routing: between 9000 and 10000 µm
  – Detailed route wirelength on metal2: roughly 5100 µm
  – Ant. Diodes: 0
  – Final routed DRC violation total: 0
  – DRT antenna net count: 0
  – Vias: roughly 3400

Clock network
  – Hold-fix buffers at CTS: 0
  – Cell resize tally after clock tree synthesis: 0
  – Postcts setup bufs: 0

Job
  – Log Warnings: 32
  – Max-cap viol count: 0

Min path
  – End of the worst hold path: c[0]
  – Instance count along the most critical hold path: 3
  – Hold Crit Start: a_16b[0]
  – Type of the worst min-delay path: in2out

Placement
  – DP Worst Slack: between 3000 and 4000 ps
  – Placer Congestion: slightly below 0.9
  – Placed insts: around 690
  – IO Port Bufs: about 50
  – HPWL reported at the end of detailed placement: around 8000 µm

Outcome
  – Outcome: finished clean
## how the worst max path moves through the flow
stage / start / cells after the start / slack [ps] / endpoint
CTS: b_9b[6] / 16 / 3740 / c[18]
global route: b_9b[8] / 16 / 3480 / c[20]
finish: b_9b[6] / 16 / 3710 / c[18]
## metrics by stage
step,area (µm²),power [mW]
2_1_floorplan,4460,0.548
3_3_place_gp,5080,0.927
3_5_place_dp,5080,0.925
4_1_cts,5080,0.931
5_1_grt,5080,1.03
6_report,5080,0.915
## layout make-up
class	instances	share of cell area
inverters	101	0.0746
multi-input cells	398	0.792
well taps	140	0.0345
repair buffers	50	0.0985
## cells in the mapped netlist
master	instances	area, µm²
inv_1	101	379
fa_1	100	2000
and2_1	92	576
nand2_1	69	259
ha_1	42	526
a21oi_1	20	100
clkbuf_1	15	56.3
o21ai_0	11	55.1
xnor2_1	9	78.8
xor2_1	8	70.1
nor2_1	7	26.3
nand4_1	6	37.5
a21o_1	3	22.5
nand3_1	3	15.0
o211ai_1	3	22.5
o21bai_1	3	22.5
and3_4	2	22.5
o2111a_1	2	22.5
a211oi_1	1	7.51
a21boi_0	1	7.51
a221oi_1	1	8.76
a221oi_4	1	26.3
a311o_1	1	10.0
a311oi_1	1	8.76
a31oi_1	1	6.26
and2_2	1	7.51
nand2b_1	1	6.26
nor3_1	1	5.00
nor3b_1	1	7.51
nor3b_2	1	12.5
o21a_1	1	7.51
o21bai_2	1	11.3
o32ai_1	1	8.76
o41ai_2	1	16.3
or2_0	1	6.26
or2_2	1	6.26
## power by group through the flow
| stage | Sequential [mW] | Clock [mW] | Combinational (mW) |
|---|---|---|---|
| 6_report | 0 | 0 | 0.915 |
| 4_1_cts | 0 | 0 | 0.931 |
| 5_1_grt | 0 | 0 | 1.03 |
## layer usage
layer	up-vias	global-route usage
li1	1638	-
met1	1715	0.287
met2	81	0.326
met3	0	0.0302
met4	0	0
met5	-	0
## worst min-delay path, stage by stage
cell and delay, ps:
clkdlybuf4s50_1 570, and2_1 240, clkdlybuf4s50_1 410
## cells by family (layout without fill, tap and decap cells)
kind of cell,count (synthesis),after routing,share of synthesized area
simple gates,186,186,0.221
fa+ha+maj,142,142,0.566
buf+inv,116,151,0.0976
compound gates,53,53,0.0816
xor+xnor,17,17,0.0334
Power figures rest on the tool's default switching activity, not on a simulated workload.
